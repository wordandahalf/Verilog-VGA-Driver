## design/flow/config.mk

```make
export PLATFORM = sky130hd
export DESIGN_NAME = VgaScanlineDriver
export DESIGN_NICKNAME = VgaScanlineDriver
export VERILOG_FILES = /design/flow/design.v
export SDC_FILE = /design/flow/constraint.sdc
export NUM_CORES = 4
export LEC_CHECK = 1
export CORE_AREA = 10 10 97 97
export DIE_AREA = 0 0 107 107
```

## design/flow/constraint.sdc

```tcl
current_design VgaScanlineDriver

set clk_period 3.6
set clk_io_pct 0.2

create_clock -name clk0 -period $clk_period [get_ports {i_VGA_CLOCK}]

set non_clock_inputs [all_inputs -no_clocks]
set_input_delay [expr $clk_period * $clk_io_pct] -clock clk0 $non_clock_inputs
set_output_delay [expr $clk_period * $clk_io_pct] -clock clk0 [all_outputs]
```

## design/flow/design.v

```verilog
module VgaScanlineDriver(
    input   i_VGA_CLOCK,
    output  o_VGA_SYNC_H,
    output  o_VGA_SYNC_V,
    output  o_DRAW_ENABLE,
    output [$clog2(p_H_VISIBLE_AREA) - 1: 0]    o_SCANLINE_X,
    output [$clog2(p_V_VISIBLE_AREA) - 1: 0]    o_SCANLINE_Y
);
    parameter   p_H_VISIBLE_AREA    = 640;
    parameter   p_H_FRONT_PORCH     = 16;
    parameter   p_H_SYNC_PULSE      = 96;
    parameter   p_H_BACK_PORCH      = 48;
    parameter   p_H_WHOLE_LINE      = 800;
    parameter   p_V_VISIBLE_AREA    = 480;
    parameter   p_V_FRONT_PORCH     = 10;
    parameter   p_V_SYNC_PULSE      = 2;
    parameter   p_V_BACK_PORCH      = 33;
    parameter   p_V_WHOLE_FRAME     = 525;
    reg [$clog2(p_H_WHOLE_LINE) - 1:0]   r_COUNTER_X = 0;
    reg [$clog2(p_V_WHOLE_FRAME) - 1:0]  r_COUNTER_Y = 0;
    always @(posedge i_VGA_CLOCK)
    begin
        r_COUNTER_X <= (r_COUNTER_X + 1'b1) % p_H_WHOLE_LINE;
        if (r_COUNTER_X == p_H_WHOLE_LINE - 1)
            r_COUNTER_Y <= (r_COUNTER_Y + 1'b1) % p_V_WHOLE_FRAME;
    end
    assign o_VGA_SYNC_H =
        (r_COUNTER_X > p_H_FRONT_PORCH + p_H_VISIBLE_AREA + p_H_BACK_PORCH - 1)
            && (r_COUNTER_X < p_H_WHOLE_LINE);
    assign o_VGA_SYNC_V =
        (r_COUNTER_Y > p_V_VISIBLE_AREA + p_V_FRONT_PORCH + p_V_BACK_PORCH - 1)
            && (r_COUNTER_Y < p_V_WHOLE_FRAME);
    assign o_DRAW_ENABLE =
        ((r_COUNTER_X >= p_H_FRONT_PORCH) && (r_COUNTER_X < p_H_FRONT_PORCH + p_H_VISIBLE_AREA))
            && ((r_COUNTER_Y >= p_V_FRONT_PORCH) && (r_COUNTER_Y < p_V_FRONT_PORCH + p_V_VISIBLE_AREA));
    assign o_SCANLINE_X = r_COUNTER_X[$clog2(p_H_VISIBLE_AREA) - 1:0] - p_H_FRONT_PORCH;
    assign o_SCANLINE_Y = r_COUNTER_Y[$clog2(p_V_VISIBLE_AREA) - 1:0] - p_V_FRONT_PORCH;
endmodule
```

## design/flow/run.sh

```bash
#!/bin/bash
# OpenROAD 26Q1-2900-gdf79404cd8, Yosys 0.63+post, stock flow scripts
make -C /OpenROAD-flow-scripts/flow DESIGN_CONFIG=/design/flow/config.mk WORK_HOME=/design/flow/orfs finish
```

==> impl_metrics.tcl <==
# place-and-route summary
set metrics [dict create \
    setup_tns_ns 0 \
    first_pass_iters 4 \
    port_buffers 22 \
    finalSetupViolCount 0 \
    synthArstFlopShare 0 \
    drive_gt1_frac 0.261 \
    wl_per_cell_um 13.5 \
    crit_path_max_fanout 7 \
    simple_gate_area_frac 0.259 \
    finalPower_uw 471 \
    dpl_cell_area_mm2 0.00273 \
    logic_family "simple AND/OR/NAND/NOR gates" \
    cts_root_buffer "clkbuf_8" \
    hold_viol_final 0 \
    synth.yosys.warnings 1 \
    htree_levels 1 \
    cts_hold_buf 0 \
    synth.cellmix.compoundShare 0.183 \
    vias_per_cell 5.07 \
    die_h_um 107 \
    warnings 37 \
    syn-instance-count 279 \
    insertion_delay_ns 0.26 \
    final_util 0.432 \
    final_common_cell "buf_4" \
    max-clock-path-buffers 2 \
    fp_util 0.316 \
    dp.cells 406 \
    worst_pin_slew_ns 0.512 \
    core_mm2 0.00729 \
    fin_skew_ns 0.00362 \
    synthAdderAreaFrac 0.0977 \
    critPathRequiredTime_ns 3.62 \
    layout_top_cells "buf_4 (37), nor2_1 (25), xnor2_1 (23), clkdlybuf4s50_1 (22), nand2_1 (17)" \
    finalNonFillerCells 425 \
    ant_nets 0 \
    p_leak_nw 1.16 \
    drt-initial-drc-count 80 \
    power.density_mw_per_mm2 150 \
    fp.dieW_um 107 \
    diodes 0 \
    syn_to_final_growth_pct 36.6 \
    synth-main-ff-cell "edfxtp_1" \
    maxCapViolCount 0 \
    top_cell_area_share 0.130 \
    synth_cell_types 62 \
    chip_area_mm2 0.0114 \
    topCellsByArea "edfxtp_1 (13%), ha_1 (9.8%), xnor2_1 (9.1%)" \
    fin_crit_ns 3.51 \
    top_area_cell "edfxtp_1" \
    hold_class "flip-flop to flip-flop" \
    num_rows 31 \
    routed_wl_um 5740 \
    cts_buffers 3 \
    grt_overflow 0 \
    antenna_found_initial 0 \
    status "finished, final reports clean" \
    synth_area_per_cell_um2 8.26 \
    yosysSeqAreaShare 0.217 \
    vias 2153 \
    gp_congestion 0.856 \
    yosys_area_mm2 0.00230 \
    fin_crit_sh 0.975 \
    grt_max_degree 17 \
    grtUsageTotal 0.0938 \
    num_io_pins 23 \
    drc 0 \
    cp.arrival_ns 3.53 \
    synth.mux.area_fraction 0.0130 \
    crit_path_end_kind "flip-flop" \
    post-route-cell-area_mm2 0.00315 \
    max_freq_mhz 285 \
    clk_pin_slew_ns 0.09 \
    slew_viol_final 0 \
    numSynthFlops 20 \
    xor_share 0.148 \
    cts_sinks 20 \
    max-slew-margin-rel 0.658 \
    tritoncts "built" \
    grt_pass1_wl_um 9110 \
    grt_pass1_vias 1900 \
    yosys_cells 279 \
    synth_area_mm2 0.00230 \
    worst-setup-path-type "flip-flop to flip-flop" \
    grt_setup_unrepaired "true" \
    edf_count 10 \
    start_kind "flip-flop" \
    vdd.ir_drop.worst_mv 0.182 \
    dp_hpwl_um 4270 \
]
==> per-layer routing <==
metal  share of wire  up-vias  wire length, µm  GRT usage
li1                -     1090                -          -
met1            0.50     1022             2850      0.137
met2            0.45       39             2570      0.145
met3           0.050        2              286     0.0170
met4          0.0061        0               35     0.0116
met5               0        -                0          0
==> worst max-delay path: stages (launching register included) <==
cell and delay, ns:
edfxtp_1 0.43, buf_6 0.16, ha_4 0.17, a211o_1 0.30, o31ai_4 0.10, a31oi_2 0.15
buf_4 0.15, buf_4 0.14, o21ai_2 0.17, xnor2_2 0.17, ha_2 0.22, inv_2 0.03
a221o_1 0.39, o21ai_4 0.25, o31a_2 0.23, nand2_2 0.05, xor2_1 0.15
==> worst paths after layout <==
| kind | to | startpoint | cells after the start | slack, ns |
|---|---|---|---|---|
| min | r_COUNTER_X[0]$_DFF_P_ | r_COUNTER_X[0]$_DFF_P_ | 1 | 0.45 |
| max reg2reg | r_COUNTER_Y[6]$_DFFE_PN_ | r_COUNTER_Y[1]$_DFFE_PN_ | 16 | 0.09 |
| max | r_COUNTER_Y[6]$_DFFE_PN_ | r_COUNTER_Y[1]$_DFFE_PN_ | 16 | 0.09 |
| min reg2reg | r_COUNTER_X[0]$_DFF_P_ | r_COUNTER_X[0]$_DFF_P_ | 1 | 0.45 |
==> state kept, by name, indices dropped and copies added, names as in the netlist <==
name and cells:
r_COUNTER_Y 10, r_COUNTER_X 10
==> report_power, final <==
part           switching, mW  internal (mW)
Combinational              0              0
Sequential                 0          0.236
Clock                 0.0858          0.149
Total                 0.0858          0.385
==> what timing repair did <==
action | 4_1_cts | 5_1_grt
pin swaps | 0 | 23
cloned | 0 | 0
gates resized | 2 | 40
setup buffers | 0 | 15
endpoints found under the setup margin | 5 | 9
==> per-stage QoR <==
stage,setup WS (ns),hold slack [ns]
global placement,0.0266,0.428
global route,-0.0258,0.507
detailed placement,-0.0361,0.429
CTS,-0.0197,0.452
finish,0.0892,0.453
floorplan,0.0155,0.406
==> final cells by class <==
cell class / instances / area (µm²)
tap: 99 / 124
timing repair buffer: 62 / 532
inverter: 21 / 81.3
fill: 713 / 4140
clock inverter: 1 / 30.0
multi-input combinational: 219 / 1840
sequential: 20 / 500
clock buffer: 3 / 41.3
==> cell families after synthesis <==
family,Yosys count
buffers and inverters,40
and+or+nand+nor,107
adders and majority gates,18
muxes,3
AOI/OAI and AO/OA,53
DFF,20
xor gates and xnor gates,38
==> synthesized netlist by cell type (4+ instances only) <==
library cell and number:
xor2_1 13, a31oi_1 4, ha_1 18, xnor2_1 24
nor2_1 26, inv_1 20, dfxtp_1 10, nand2_1 19
nand3_1 9, nand4_1 4, nor4_1 9, nor3_1 9
buf_4 6, nand2b_1 5, edfxtp_1 10, buf_2 7
o21ai_0 7, clkbuf_1 5, a21oi_1 9, and4_1 5
